`./constraint.sdc`:
```
current_design ButtonPressArray

set clk_period 2.0
set clk_io_pct 0.2

create_clock -name clk0 -period $clk_period [get_ports {clk_slow}]

set non_clock_inputs [all_inputs -no_clocks]
set_input_delay [expr $clk_period * $clk_io_pct] -clock clk0 $non_clock_inputs
set_output_delay [expr $clk_period * $clk_io_pct] -clock clk0 [all_outputs]
```
`./config.mk`:
```
export PLATFORM = sky130hd
export DESIGN_NAME = ButtonPressArray
export DESIGN_NICKNAME = ButtonPressArray
export VERILOG_FILES = /design/flow/design.v
export SDC_FILE = /design/flow/constraint.sdc
export NUM_CORES = 4
export LEC_CHECK = 1
export CORE_AREA = 10 10 70 70
export DIE_AREA = 0 0 80 80
```
`./run.sh`:
```
#!/bin/bash
# OpenROAD 26Q1-2900-gdf79404cd8, Yosys 0.63+post, stock flow scripts
make -C /OpenROAD-flow-scripts/flow DESIGN_CONFIG=/design/flow/config.mk WORK_HOME=/design/flow/orfs finish
```
`./design.v`:
```
`timescale 1ns / 1ps
module PressSignalArray #(
    parameter SIZE = 1,
    parameter CNT_WIDTH = 5
)
(
    input user_clk,
    input rst_n,
    input  [SIZE-1:0] sig_arr,
    output [SIZE-1:0] s_sig_arr_o,
    output [SIZE-1:0] l_sig_arr_o
);
genvar i;
generate
    for (i = 0; i < SIZE; i = i + 1)
        PressSignal #(
            .CNT_WIDTH(CNT_WIDTH)
        ) _PS (
            .clk(user_clk),
            .rst_n(rst_n),
            .sig(sig_arr[i]),
            .s_sig_o(s_sig_arr_o[i]),
            .l_sig_o(l_sig_arr_o[i])
        );
endgenerate
endmodule
module PressSignal #(
    parameter CNT_WIDTH = 5
)
(
    input clk,
    input rst_n,
    input sig,  
    output s_sig_o,  
    output l_sig_o  
);
reg sig_delay;
reg [CNT_WIDTH-1:0] cnt, nxt_cnt;
wire [CNT_WIDTH-1:0] CNT_LIMIT  
    = { CNT_WIDTH {1'b1} };
reg [1:0] state, nxt_state;
localparam NONE_CHESS  = 0;
localparam LONG  = 1;
localparam SHORT = 2;
always @(posedge clk, negedge rst_n) begin
    if (~rst_n) begin
        sig_delay <= 0;
        cnt       <= 0;
        state     <= NONE_CHESS;
    end
    else begin
        sig_delay <= sig;
        cnt       <= nxt_cnt;
        state     <= nxt_state;
    end
end
wire is_negedge  
    = ~sig & sig_delay;
wire cntToEnd  
    = cnt == CNT_LIMIT;
always @(*) begin
    nxt_state = state;
    nxt_cnt = cnt;
    case (state)
    NONE_CHESS: begin
        if (cntToEnd) begin
            nxt_state = LONG;
            nxt_cnt = 0;
        end
        else begin
            if (is_negedge) begin
                nxt_state = SHORT;
                nxt_cnt = 0;
            end
            else if (sig) begin
                nxt_cnt = cnt + 1;
            end
            else begin
                nxt_cnt = 0;
            end
        end
    end
    LONG: begin
        if (cntToEnd) begin
            nxt_cnt = 0;
        end
        else if (sig) begin
            nxt_cnt = cnt + 1;
        end
        if (is_negedge) begin
            nxt_state = NONE_CHESS;
            nxt_cnt = 0;
        end
    end
    SHORT: begin
        nxt_state = NONE_CHESS;
    end
    endcase
end
assign l_sig_o = state == LONG && cntToEnd == 1;
assign s_sig_o = state == SHORT;
endmodule
module Debounce (
    input clk,
    input rst_n,
    input but,  
    output reg db_but  
);
reg [3:0] db_wnd;
reg nxt_db_but;  
always @(posedge clk, negedge rst_n) begin
    if (~rst_n) begin
        db_but <= 1'b0;
        db_wnd <= 4'b0;
    end
    else begin
        db_but <= nxt_db_but;
        db_wnd <= { db_wnd[2:0], but };
    end
end
always @* begin
    if (db_wnd == 4'b1111)
        nxt_db_but = 1'b1;
    else 
        nxt_db_but = 1'b0;
end
endmodule
module ButtonPress #(
    parameter CNT_WIDTH = 5
)
(
    input clk_fast,
    input clk_slow,
    input rst_n,
    input sig,
    output s_sig_o,
    output l_sig_o
);
wire db_sig;
Debounce _DB(
    .clk(clk_fast), .rst_n(rst_n),
    .but(sig), .db_but(db_sig)
);
PressSignal #(
    .CNT_WIDTH(CNT_WIDTH)
) _PS(
    .clk(clk_slow),
    .rst_n(rst_n),
    .sig(sig),
    .s_sig_o(s_sig_o),
    .l_sig_o(l_sig_o)
);
endmodule
module ButtonPressArray #(
    parameter SIZE = 1,
    parameter CNT_WIDTH = 5
)
(
    input clk_fast,
    input clk_slow,
    input rst_n,
    input  [SIZE-1:0] sig_arr,
    output [SIZE-1:0] s_sig_arr_o,
    output [SIZE-1:0] l_sig_arr_o
);
genvar i;
generate
    for (i = 0; i < SIZE; i = i + 1)
        ButtonPress #(
            .CNT_WIDTH(CNT_WIDTH)
        ) _BP (
            .clk_fast(clk_fast),
            .clk_slow(clk_slow),
            .rst_n(rst_n),
            .sig(sig_arr[i]),
            .s_sig_o(s_sig_arr_o[i]),
            .l_sig_o(l_sig_arr_o[i])
        );
endgenerate
endmodule
```
==> results.sh <==
# physical design summary
export IMPL_p_clk_share_pct=41.0
export IMPL_grt_pass1_wl_um=1662
export IMPL_rows=21
export IMPL_wire_per_inst_um=10.03
export IMPL_rsz0062_at_grt="false"
export IMPL_report_final_slew_viol_count=0
export IMPL_routed_wl_met3_um=111
export IMPL_pwr_share_comb_pct=3.6
export IMPL_top_area_cell="dfrtp_1"
export IMPL_cp_start_kind="flip-flop"
export IMPL_portBuffers=4
export IMPL_drive_above_1_share_pct=24.07
export IMPL_power_leakage_uw=0.0002343
export IMPL_postSynthCellCount=42
export IMPL_ys_cells=42
export IMPL_grt_pass1_vias=371
export IMPL_p_sw_share_pct=20.52
export IMPL_yosysChipArea_um2=465.4
export IMPL_async_reset_ff_share_pct=100.0
export IMPL_wirelength_um=1003
export IMPL_status="complete, no violations"
export IMPL_grt_max_degree=10
export IMPL_dr_pass1_iters=4
export IMPL_initialDrtViolationCount=28
export IMPL_reg2regPathDepth=7
export IMPL_hold_class="input pin to asynchronous set/reset pin"
export IMPL_synth_cell_types=22
export IMPL_max_freq_mhz=531.6
export IMPL_yosysTopAreaCellShare_pct=43.01
export IMPL_top_cells_by_area="dfrtp_1 (43%), dfstp_2 (5.6%), ha_1 (5.4%), o21ai_0 (5.4%), nor4b_4 (5.1%)"
export IMPL_overflow=0
export IMPL_hold_buffers=0
export IMPL_synth_area_um2=465.4
export IMPL_r2r_slack_ns=0.19
export IMPL_place_congestion=0.7568
export IMPL_core_mm2=0.003416
export IMPL_viasPerCell=3.750
export IMPL_chipWidth_um=80
export IMPL_areaGrowthSynthToFinish_pct=33.87
export IMPL_maxCapViolCount=0
export IMPL_whs_ns=0.4367
export IMPL_clkSlewWorstSetupHoldPaths_ns=0.06
export IMPL_intPower_uw=264.7
export IMPL_avgSynthCellArea_um2=11.08
export IMPL_edf_count=0
export IMPL_cp_arrival_ns=1.48
export IMPL_fin_ws_ns=0.1190
export IMPL_tritoncts="done"
export IMPL_fin_crit_sh_pct=94.05
export IMPL_io_pin_count=6
export IMPL_cts_sinks=9
export IMPL_worstPathMaxFanout=2
export IMPL_clk_latency_ns=0.26
export IMPL_r2r_end="genblk1[0]._BP._PS.cnt[1]"
export IMPL_postRouteAntennaNets=0
export IMPL_reg2reg_from="genblk1[0]._BP._PS.cnt[1]"
export IMPL_ir_worst_vdd_mv=0.1359
export IMPL_finalSetupViolCount=0
export IMPL_antenna_found_initial=0
export IMPL_num_antenna_cells=0
export IMPL_numSynthFlops=9
export IMPL_pre_cts_ws_ns=0.1438
export IMPL_period_needed_ns=1.881
export IMPL_clockBufferDepth=2
export IMPL_die_area_mm2=0.006400
export IMPL_track_usage_pct=3.150
export IMPL_pwr_share_seq_pct=55.4
export IMPL_yosys_warnings=2
export IMPL_critPathRequiredTime_ns=1.60
export IMPL_powerDensity_mw_per_mm2=534.4
export IMPL_fin_setup_tns_ns=0
export IMPL_worstSetupEndpointType="output port"
export IMPL_tightest_slew_ns=0.4024
export IMPL_wl_met1_um=479
export IMPL_warnings=26
export IMPL_flop_cell="dfrtp_1"
export IMPL_top_layer="met4"
export IMPL_finClkSkew_ns=0.001398
export IMPL_ys_seq_share_pct=48.66
export IMPL_worstSetupEndpoint="l_sig_arr_o[0]"
export IMPL_die_h_um=80
export IMPL_met2_length_um=405
export IMPL_dr_total_vias=375
export IMPL_worst_setup_path_type="flip-flop to output port"
export IMPL_hpwl_um=707.2
export IMPL_cts_htree_levels=1
export IMPL_numCtsBuffers=3
export IMPL_final_hold_violation_count=0
export IMPL_fp_util_pct=13.63
export IMPL_clockRootBuffer="clkbuf_4"
export IMPL_max_slew_margin_rel_pct=73.09
export IMPL_p_sw_uw=68.34
export IMPL_drcViolationCount=0
export IMPL_cp_startpoint="genblk1[0]._BP._PS.cnt[1]"
[power by group through the flow]
stage	Sequential, uW	Combinational (uW)	Clock (uW)
final	184	12.0	136
after global routing	185	13.6	155
after CTS	184	12.3	143
[how the worst min path moves through the flow]
stage / start / to / slack, ns / cells past startpoint
finish: rst_n / genblk1[0]._BP._PS.state[2] / 0.44 / 1
CTS: rst_n / genblk1[0]._BP._PS.sig_delay / 0.45 / 1
global route: rst_n / genblk1[0]._BP._PS.state[2] / 0.46 / 1
[metal layers]
metal	track usage [%]	up-vias
met4	0.3521	0
met3	2.273	2
met1	4.212	181
li1	-	183
met5	0	-
met2	4.093	9
[repair_timing]
item / 4_1_cts / 5_1_grt
setup buffers: 2 / 0
gates resized: 3 / 0
hold endpoints to repair: 0 / 0
endpoints found under the setup margin: 1 / 0
[final cells by class]
class                           instances  area [um2]
Tap cell                               46       57.56
Fill cell                             380        2793
Sequential cell                         9       226.5
Timing Repair Buffer                    8       68.82
Multi-Input combinational cell         28       225.2
Clock buffer                            4       26.28
Inverter                                5       18.77
[state kept, by name (all words and copies together), names as in the netlist]
signal	cells
genblk1._BP._PS.cnt	5
genblk1._BP._PS.state	3
genblk1._BP._PS.sig_delay	1
[cell usage after synthesis, types with 2 or more instances]
cell type	count
o21ai_0	5
ha_1	2
dfrtp_1	8
inv_1	5
nor2_1	3
o2111ai_1	2
o311ai_0	2
[worst max-delay path, stage by stage, from the launching register on]
cell,delay (ns)
dfrtp_1,0.39
ha_2,0.19
and3_1,0.14
ha_2,0.17
inv_1,0.07
nor2_1,0.04
dlygate4sd2_1,0.23
[cells by family after synthesis]
kind of cell | synth area share, %
AND-OR/OR-AND | 24.19
adder cells (fa/ha/maj) | 5.375
buffers and inverters | 4.033
AND/OR/NAND/NOR | 17.74
flip-flops | 48.66
[metrics by stage]
step / std cells / area (um2) / power (uW) / utilization [%]
5_1_grt: 100 / 623.1 / 352.7 / 18.24
6_report: 100 / 623.1 / 333.0 / 18.24
3_5_place_dp: 94 / 578.1 / 199.9 / 16.92
2_1_floorplan: 42 / 465.4 / 190.2 / -
3_3_place_gp: 94 / 578.1 / 199.9 / 16.92
4_1_cts: 100 / 623.1 / 339.9 / 18.24
[cell usage in the layout (no fill, tap or decap), drive strengths merged]
master         synthesis  final
dfrtp                  8      8
inv                    5      5
o21ai                  5      5
buf                    0      4
clkbuf                 0      4
nor2                   3      3
clkdlybuf4s50          0      3
o2111ai                2      2
o311ai                 2      2
ha                     2      2
and3                   1      1
nand2b                 1      1
nor3b                  1      1
a311o                  1      1
a22o                   1      1
nand3                  1      1
o211ai                 1      1
and2b                  1      1
nor4b                  1      1
or2                    1      1
o2bb2ai                1      1
or2b                   1      1
a21oi                  1      1
o31ai                  1      1
dfstp                  1      1
dlygate4sd2            0      1
No activity file was given, so power comes from the tool's default toggle rates.
