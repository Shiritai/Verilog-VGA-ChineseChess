==> flow/design.v <==
`timescale 1ns / 1ps
module FrequencyManager #(
    parameter NUMS = 1,  
    parameter CNT_WIDTH  
        = 27,
    parameter [CNT_WIDTH*NUMS-1:0] NUMBER_OF_COUNT_ARR  
        = 50_000_000,
    parameter ITER_WIDTH  
        = 2
)
(
    input clk,
    input rst_n,
    output [NUMS-1:0] fd_clk_arr,  
    output [ITER_WIDTH-1:0] iter_sig  
);
FrequencyDivider #(
    .CNT_WIDTH(CNT_WIDTH),
    .NUMBER_OF_COUNT(
        NUMBER_OF_COUNT_ARR[
            CNT_WIDTH-1:0
        ]
    ),
    .ITER_WIDTH(ITER_WIDTH)
) _FD (
    .f_in(clk), .rst_n(rst_n),
    .f_out(fd_clk_arr[0]),
    .iter_sig(iter_sig)
);
genvar i;
generate
    for (i = 1; i < NUMS; i = i + 1) begin
        FrequencyDivider #(
            .CNT_WIDTH(CNT_WIDTH),
            .NUMBER_OF_COUNT(
                NUMBER_OF_COUNT_ARR[
                    CNT_WIDTH*(i+1)-1:
                    CNT_WIDTH*i
                ]
            )
        ) _FD (
            .f_in(clk), .rst_n(rst_n),
            .f_out(fd_clk_arr[i]),
            .iter_sig()
        );
    end
endgenerate
endmodule
module FrequencyDivider #(
    parameter NUMBER_OF_COUNT  
        = 50_000_000,
    parameter CNT_WIDTH  
        = 27,
    parameter ITER_WIDTH = 2  
)
(
    input f_in,
    input rst_n,
    output [ITER_WIDTH-1:0] iter_sig,  
    output reg f_out  
);
localparam UPPED_BOUND = NUMBER_OF_COUNT - 1;
reg [CNT_WIDTH-1:0] cnt,
                    nxt_cnt;
reg nxt_f_out;
always @(posedge f_in, negedge rst_n) begin
    if (~rst_n) begin
        f_out <= 0;
        cnt   <= 0;
    end
    else begin
        f_out <= nxt_f_out;
        cnt   <= nxt_cnt;
    end
end
always @(*) begin
    if (cnt == UPPED_BOUND) begin
        nxt_cnt = 0;
        nxt_f_out = ~f_out;
    end
    else begin
        nxt_cnt = cnt + 1;
        nxt_f_out = f_out;
    end
end
localparam ITER_INDEX
    = (NUMBER_OF_COUNT >= 8192) ? 13 : ITER_WIDTH;
assign iter_sig = cnt[
    ITER_INDEX - 1:
    ITER_INDEX - ITER_WIDTH
];
endmodule
==> flow/run.sh <==
#!/bin/bash
# OpenROAD 26Q1-2900-gdf79404cd8, Yosys 0.63+post, stock flow scripts
make -C /OpenROAD-flow-scripts/flow DESIGN_CONFIG=/design/flow/config.mk WORK_HOME=/design/flow/orfs finish
==> flow/config.mk <==
export PLATFORM = sky130hd
export DESIGN_NAME = FrequencyManager
export DESIGN_NICKNAME = FrequencyManager
export VERILOG_FILES = /design/flow/design.v
export SDC_FILE = /design/flow/constraint.sdc
export NUM_CORES = 4
export LEC_CHECK = 1
export CORE_AREA = 10 10 93 93
export DIE_AREA = 0 0 103 103
==> flow/constraint.sdc <==
current_design FrequencyManager

set clk_period 3.9
set clk_io_pct 0.2

create_clock -name clk0 -period $clk_period [get_ports {clk}]

set non_clock_inputs [all_inputs -no_clocks]
set_input_delay [expr $clk_period * $clk_io_pct] -clock clk0 $non_clock_inputs
set_output_delay [expr $clk_period * $clk_io_pct] -clock clk0 [all_outputs]
==> qor.log <==
qor: cts.clock_sinks 28
qor: sta.maxSlewHeadroom 62.1%
qor: routing.drc_marker_count_from_the_first_detailed_route_iteration 71
qor: die.die_height 103 microns
qor: place.place_area 1610 sq um
qor: synth.postSynthAreaPerCell 10.1 sq um
qor: die.die_w 103 microns
qor: cts.numCtsBuffers 3
qor: synth.ys_types 32
qor: sta.finalSetupViolCount 0
qor: sta.timing_max_transition_violations_final 0
qor: routing.drt.antenna.violating_nets 0
qor: worst_setup_path.critPathCaptureType output pin
qor: power_and_ir_drop.power_frac_clock 37.7%
qor: worst_setup_path.crit_type flip-flop to output pin
qor: job.max_cap_viol_count 0
qor: sta.tightest_slew 564 ps
qor: cts.cts_hold_repair.buffers 0
qor: power_and_ir_drop.power_leakage 0.696 nW
qor: worst_setup_path.r2r_cells 4
qor: power_and_ir_drop.internal_power 0.382 mW
qor: routing.detail_route.drc_violations 0
qor: grt.met1_usage 9.44%
qor: cells_and_area.areaGrowthSynthToFinish 12.0%
qor: sta.worst_skew 2.49 ps
qor: place.routabilityCongestion 0.813
qor: routing.drt-total-wl 2.94 mm
qor: place.place.detailed.hpwl 2.08 mm
qor: die.io_pins 5
qor: synth.postSynthSeqShare 47.2%
qor: cells_and_area.final_layout_size_suffix_gt1_share 9.21%
qor: die.floorplan.rows 30
qor: power_and_ir_drop.p_seq_share 60.8%
qor: sta.tns 0 ps
qor: grt.met2_usage 8.29%
qor: worst_setup_path.worstPathBufferInverterCount 1
qor: cts.clock_tree.htree_level_count 1
qor: routing.route.detailed.wl_per_inst 12.7 microns
qor: synth.synth-edff-count 0
qor: cts.clock_transition_at_path_regs 100 ps
qor: synth.post_synth_instance_area 1490 sq um
qor: power_and_ir_drop.netSwitchingPower 0.0952 mW
qor: routing.drt_pre_antenna_iters 6
qor: sta.grt_setup_unrepaired no
qor: routing.routed-via-count 1125
qor: job.count_of_warning_messages_emitted_by_the_tools 25
qor: grt.groute.usage.overall 5.90%
qor: routing.detail_route.antenna_diodes 0
qor: grt.grt_pass1_vias 1036
qor: cts.worstSkewPairLatency 270 ps
qor: grt.use_met3 1.35%
qor: sta.post-route-min-period 2050 ps
qor: power_and_ir_drop.power_switching_share 19.9%
qor: worst_setup_path.cp_data_arrival_time 1270 ps
qor: cells_and_area.post-route-cell-area 1660 sq um
qor: worst_setup_path.timing.critical_path.depth 1
qor: cts.ctsLongestPathBuffers 2
qor: synth.synth_flops 28
qor: grt.wire_length_of_the_first_global_routing_pass 5.13 mm
qor: worst_setup_path.cp_top_family buffers and inverters
qor: cts.tritoncts built
qor: grt.globalRouteOverflowTotal 0
qor: place.io_buffers 4
qor: power_and_ir_drop.design_power_total 0.477 mW
qor: die.floorplan.die_area 10600 sq um
qor: sta.number_of_failing_hold_endpoints_at_the_final_stage 0
qor: power_and_ir_drop.ir_drop 216 uV
qor: die.floorplan.initialDensity 22.0%
qor: sta.post-route-period-util 52.6%
qor: cts.root_buffer clkbuf_8
qor: synth.ff_type dfrtp_1
qor: synth.synthCells 147
qor: worst_setup_path.crit_fanout 5
qor: min_path.min_delay_worst_type flip-flop to flip-flop
qor: grt.antenna_violations_before_repair 0
qor: worst_setup_path.critical_path_cell_by_cell clkdlybuf4s50_1
qor: worst_setup_path.cp.required 3120 ps
qor: synth.synth.yosys.warnings 1
qor: power_and_ir_drop.power.density 287 nW/um^2
qor: outcome.outcome finished, final reports clean
qor: cts.ctsResizeCount 0
qor: grt.grt_max_degree 29
qor: die.coreArea 6760 sq um
qor: synth.yosys-stat-area 1490 sq um
qor: synth.synth.yosys.num_cells 147
qor: min_path.min_delay_path_depth 1
qor: worst_setup_path.slowest_library_cell_on_the_worst_path clkdlybuf4s50_1
qor: synth.proportion_of_register_bits_with_asynchronous_set_or_reset_after_synthesis 100%
qor: sta.achievable-frequency 487 MHz
qor: cts.post_cts.repair.setup_buffers 0
qor: power_and_ir_drop.p_comb_share 1.5%
qor: routing.vias_per_cell 4.85
qor: worst_setup_path.timing.critical_path.slowest_cell_delay 530 ps
qor: worst_setup_path.cp-start-kind flip-flop
qor: grt.gr-max-usage-layer met1
kinds of logic (layout without fill, tap and decap cells):
| kind of cell | after synthesis | after routing | synth area share (%) |
|---|---|---|---|
| buf+inv | 9 | 14 | 3.12 |
| flops | 28 | 28 | 47.2 |
| compound gates | 13 | 13 | 6.07 |
| mux | 5 | 5 | 3.37 |
| fa+ha+maj | 1 | 1 | 0.842 |
| xor+xnor | 17 | 17 | 10.0 |
| simple gates | 74 | 74 | 29.4 |
registers in the layout, indices dropped and copies added, names as in the netlist:
register and flops:
_FD.cnt 27, _FD.f_out 1
routing by layer:
| layer | vias up | part of all wire, % |
|---|---|---|
| li1 | 557 | - |
| met1 | 545 | 55 |
| met3 | 2 | 4.0 |
| met2 | 21 | 41 |
| met5 | - | 0 |
| met4 | 0 | 0.34 |
synthesized netlist by cell type, types with 2 or more instances:
| library cell | count | share of area, % |
|---|---|---|
| dfrtp_1 | 28 | 47 |
| nand3_1 | 12 | 4.0 |
| nor2_1 | 11 | 2.8 |
| xnor2_1 | 10 | 5.9 |
| nand2_1 | 9 | 2.3 |
| nand4_1 | 8 | 3.4 |
| o31ai_1 | 8 | 4.0 |
| nor3_1 | 7 | 2.4 |
| xor2_1 | 7 | 4.1 |
| nor4_1 | 6 | 2.5 |
| mux2i_1 | 5 | 3.4 |
| inv_1 | 4 | 1.0 |
| a21oi_1 | 3 | 1.0 |
| and3_1 | 3 | 1.3 |
| and4_1 | 3 | 1.8 |
| buf_4 | 3 | 1.5 |
| or4_1 | 3 | 1.5 |
| and2_1 | 2 | 0.84 |
| or2_2 | 2 | 0.84 |
final timing paths:
kind	from	slack (ps)	endpoint
max	_FD.cnt[11]	1850	iter_sig[0]
min	_FD.f_out	470	_FD.f_out
max reg2reg	_FD.cnt[2]	1870	_FD.cnt[23]
min reg2reg	_FD.f_out	470	_FD.f_out
max in group asynchronous	rst_n	2760	_FD.cnt[16]
min in group asynchronous	rst_n	880	_FD.cnt[19]
cells in the final DEF (no fill, tap or decap), drive strengths merged:
cell type	count
and4bb	1
nor3	7
nor4	6
or3	1
o22ai	1
and3	4
or4	4
and4	3
clkbuf	4
nand3	13
buf	2
nand4	9
o31ai	8
a21oi	3
mux2i	5
ha	1
xor2	7
or2	2
nand2	9
nor4bb	1
and2	2
inv	4
o22a	1
nor2	11
dfrtp	28
xnor2	10
nor2b	1
clkdlybuf4s50	4
power groups by stage:
| stage | clock (mW) | sequential [mW] | combinational (mW) |
|---|---|---|---|
| after CTS | 0.188 | 0.290 | 0.00789 |
| after global routing | 0.199 | 0.290 | 0.00855 |
| final | 0.180 | 0.290 | 0.00707 |
final cells by class:
type | count | area, sq um
Clock buffer | 4 | 55.1
Fill cell | 721 | 5090
Inverter | 4 | 15.0
Multi-Input combinational cell | 110 | 738
Sequential cell | 28 | 701
Tap cell | 80 | 100
Timing Repair Buffer | 6 | 55.1
through the flow:
| step | instances | hold slack (ps) | utilization (%) | setup slack (ps) |
|---|---|---|---|---|
| final | 232 | 472 | 24.6 | 1850 |
| after global routing | 232 | 479 | 24.6 | 1730 |
| after CTS | 232 | 474 | 24.6 | 1820 |
| after detailed placement | 228 | 456 | 23.8 | 1900 |
| after global placement | 228 | 456 | 23.8 | 1930 |
| after floorplan | 147 | 420 | - | 2070 |
Power is estimated from default activity; no workload was simulated.
