===== design/flow/design.v =====
`timescale 1ns / 1ps
module PixelPlayerTimerManager #(
    parameter LL_PIVOT_H_RED = 0,  
    parameter LL_PIVOT_V_RED = 0,  
    parameter LL_PIVOT_H_BLK = 0,  
    parameter LL_PIVOT_V_BLK = 0,  
    parameter BOARD_BACK = 12'hfda,
    parameter TOT_COLOR = 12'h0,
    parameter RND_COLOR = 12'h0,
    parameter SSD_LEN   = 16,
    parameter SSD_WID   = 4,
    parameter SSD_STEP  = 12
)
(
    input [9:0] h_cnt,
    input [9:0] v_cnt,
    input [15:0] rr_timer,
    input [15:0] rt_timer,
    input [15:0] br_timer,
    input [15:0] bt_timer,
    output valid,
    output [11:0] pixel
);
wire [11:0] red_px, blk_px;
wire red_valid, blk_valid;
PixelPlayerTimer #(
    .LL_PIVOT_H(LL_PIVOT_H_RED),
    .LL_PIVOT_V(LL_PIVOT_V_RED),
    .BOARD_BACK(BOARD_BACK),
    .TOT_COLOR(TOT_COLOR),
    .RND_COLOR(RND_COLOR),
    .SSD_LEN(SSD_LEN),
    .SSD_WID(SSD_WID),
    .SSD_STEP(SSD_STEP)
) PPT_RED (
    .h_cnt(h_cnt),
    .v_cnt(v_cnt),
    .round(rr_timer),
    .total(rt_timer),
    .pixel(red_px),
    .valid(red_valid)
);
PixelPlayerTimer #(
    .LL_PIVOT_H(LL_PIVOT_H_BLK),
    .LL_PIVOT_V(LL_PIVOT_V_BLK),
    .BOARD_BACK(BOARD_BACK),
    .TOT_COLOR(TOT_COLOR),
    .RND_COLOR(RND_COLOR),
    .SSD_LEN(SSD_LEN),
    .SSD_WID(SSD_WID),
    .SSD_STEP(SSD_STEP)
) PPT_BLK (
    .h_cnt(h_cnt),
    .v_cnt(v_cnt),
    .round(br_timer),
    .total(bt_timer),
    .pixel(blk_px),
    .valid(blk_valid)
);
assign pixel = red_valid ? red_px : blk_px;
assign valid = red_valid ^ blk_valid;
endmodule
module PixelPlayerTimer #(
    parameter LL_PIVOT_H = 0,
    parameter LL_PIVOT_V = 0,
    parameter BOARD_BACK = 12'hfda,
    parameter TOT_COLOR = 12'h0,
    parameter RND_COLOR = 12'h0,
    parameter SSD_LEN   = 16,
    parameter SSD_WID   = 4,
    parameter SSD_STEP  = 12
)
(
    input [9:0] h_cnt,
    input [9:0] v_cnt,
    input [15:0] round,
    input [15:0] total,
    output valid,
    output [11:0] pixel
);
localparam TIMER_LEN = (SSD_LEN + 2 * SSD_WID) * 4   
    + SSD_STEP * 3;
localparam TIMER_WID = SSD_LEN * 2 + SSD_WID * 3;
localparam TIMER_2_WID = TIMER_WID * 2 + SSD_STEP;
wire [11:0] total_px, round_px;
PixelTimer #(
    .LL_PIVOT_H(LL_PIVOT_H),
    .LL_PIVOT_V(LL_PIVOT_V),
    .BOARD_BACK(BOARD_BACK),
    .BOARD_LINE(TOT_COLOR),
    .SSD_LEN(SSD_LEN),
    .SSD_WID(SSD_WID),
    .SSD_STEP(SSD_STEP)
) PIXEL_TOT (
    .h_cnt(h_cnt),
    .v_cnt(v_cnt),
    .timer(total),
    .pixel(total_px)
);
PixelTimer #(
    .LL_PIVOT_H(LL_PIVOT_H),
    .LL_PIVOT_V(LL_PIVOT_V + TIMER_WID + SSD_STEP),
    .BOARD_BACK(BOARD_BACK),
    .BOARD_LINE(RND_COLOR),
    .SSD_LEN(SSD_LEN),
    .SSD_WID(SSD_WID),
    .SSD_STEP(SSD_STEP)
) PIXEL_RND (
    .h_cnt(h_cnt),
    .v_cnt(v_cnt),
    .timer(round),
    .pixel(round_px)
);
assign valid = h_cnt >= LL_PIVOT_H && 
    h_cnt < LL_PIVOT_H + TIMER_LEN &&
    v_cnt >= LL_PIVOT_V &&
    v_cnt < LL_PIVOT_V + TIMER_2_WID;
assign pixel = v_cnt >= LL_PIVOT_V &&
    v_cnt < LL_PIVOT_V + TIMER_WID ?
        total_px : round_px;
endmodule
module PixelTimer #(
    parameter LL_PIVOT_H = 0,
    parameter LL_PIVOT_V = 0,
    parameter BOARD_BACK = 12'hfda,
    parameter BOARD_LINE = 12'h0,
    parameter SSD_LEN   = 16,
    parameter SSD_WID   = 4,
    parameter SSD_STEP  = 12
)
(
    input [9:0] h_cnt,
    input [9:0] v_cnt,
    input [15:0] timer,
    output [11:0] pixel
);
localparam TIMER_LEN = (SSD_LEN + 2 * SSD_WID) * 4   
    + SSD_STEP * 3;
localparam TIMER_WID = SSD_LEN * 2 + SSD_WID * 3;
localparam TIMER_H1L = LL_PIVOT_H;
localparam TIMER_H1R = TIMER_H1L + 
    SSD_LEN + 2 * SSD_WID;
localparam TIMER_H2L = TIMER_H1R + SSD_STEP;
localparam TIMER_H2R = TIMER_H2L + 
    SSD_LEN + 2 * SSD_WID;
localparam TIMER_H3L = TIMER_H2R + SSD_STEP;
localparam TIMER_H3R = TIMER_H3L + 
    SSD_LEN + 2 * SSD_WID;
localparam TIMER_H4L = TIMER_H3R + SSD_STEP;
localparam TIMER_H4R = TIMER_H4L + 
    SSD_LEN + 2 * SSD_WID;
localparam TIMER_V1 = LL_PIVOT_V;
localparam TIMER_V2 = LL_PIVOT_V + TIMER_WID;
wire [11:0] _pixel;
reg valid;
reg in_dot;
reg [3:0] digit;
reg [9:0] h_pos;
reg [9:0] v_pos;
always @(*) begin
    digit  = 0;
    h_pos  = 0;
    v_pos  = 0;
    in_dot = 0;
    valid  = 0;
    if (v_cnt >= TIMER_V1 && v_cnt < TIMER_V2) begin
        v_pos = v_cnt - TIMER_V1;
        if (h_cnt >= TIMER_H1L && h_cnt < TIMER_H1R) begin
            digit = timer[15:12];
            h_pos = h_cnt - TIMER_H1L;
            valid = 1;
        end
        else if (h_cnt >= TIMER_H2L && h_cnt < TIMER_H2R) begin
            digit = timer[11: 8];
            h_pos = h_cnt - TIMER_H2L;
            valid = 1;
        end
        else if (h_cnt >= TIMER_H3L && h_cnt < TIMER_H3R) begin
            digit = timer[ 7: 4];
            h_pos = h_cnt - TIMER_H3L;
            valid = 1;
        end
        else if (h_cnt >= TIMER_H4L && h_cnt < TIMER_H4R) begin
            digit = timer[ 3: 0];
            h_pos = h_cnt - TIMER_H4L;
            valid = 1;
        end
        if (((v_cnt >= TIMER_V1 + SSD_LEN - SSD_WID &&
            v_cnt < TIMER_V1 + SSD_LEN) ||
            (v_cnt >= TIMER_V2 - SSD_LEN &&
            v_cnt < TIMER_V2 - SSD_LEN + SSD_WID)) &&
            h_cnt >= TIMER_H2R + SSD_WID && h_cnt < TIMER_H3L - SSD_WID) begin
            in_dot = 1;
        end
    end
end
PixelSSD #(
    .SSD_LEN(SSD_LEN),
    .SSD_WID(SSD_WID),
    .SSD_STEP(SSD_STEP),
    .BOARD_BACK(BOARD_BACK),
    .BOARD_LINE(BOARD_LINE)
) PIXELSSD (
    .digit(digit),
    .h_pos(h_pos),
    .v_pos(v_pos),
    .pixel(_pixel)
);
assign pixel = in_dot ? BOARD_LINE : 
    (valid ? _pixel : BOARD_BACK);
endmodule
module PixelSSD #(
    parameter SSD_LEN  = 16,
    parameter SSD_WID  = 4,
    parameter SSD_STEP = 12,
    parameter BOARD_BACK = 12'hfda,
    parameter BOARD_LINE = 12'h0
)
(
    input [3:0] digit,
    input [9:0] h_pos,  
    input [9:0] v_pos,  
    output [11:0] pixel
);
localparam SSD_H0 = 0;
localparam SSD_H1 = SSD_H0 + SSD_WID;
localparam SSD_H2 = SSD_H1 + SSD_LEN;
localparam SSD_H3 = SSD_H2 + SSD_WID;
localparam SSD_V0 = 0;
localparam SSD_V1 = SSD_V0 + SSD_WID;
localparam SSD_V2 = SSD_V1 + SSD_LEN;
localparam SSD_V3 = SSD_V2 + SSD_WID;
localparam SSD_V4 = SSD_V3 + SSD_LEN;
localparam SSD_V5 = SSD_V4 + SSD_WID;
wire [7:0] value;
reg result;
SevenSegmentDisplay _SSD (
    .num(digit),
    .ssd_o(value)
);
always @(*) begin
    if (h_pos >= SSD_H1 && h_pos < SSD_H2 &&
        v_pos >= SSD_V0 && v_pos < SSD_V1) begin
        result = value[7] == 0;
    end
    else if (h_pos >= SSD_H2 && h_pos < SSD_H3 &&
        v_pos >= SSD_V1 && v_pos < SSD_V2) begin
        result = value[6] == 0;
    end
    else if (h_pos >= SSD_H2 && h_pos < SSD_H3 &&
        v_pos >= SSD_V3 && v_pos < SSD_V4) begin
        result = value[5] == 0;
    end
    else if (h_pos >= SSD_H1 && h_pos < SSD_H2 &&
        v_pos >= SSD_V4 && v_pos < SSD_V5) begin
        result = value[4] == 0;
    end
    else if (h_pos >= SSD_H0 && h_pos < SSD_H1 &&
        v_pos >= SSD_V3 && v_pos < SSD_V4) begin
        result = value[3] == 0;
    end
    else if (h_pos >= SSD_H0 && h_pos < SSD_H1 &&
        v_pos >= SSD_V1 && v_pos < SSD_V2) begin
        result = value[2] == 0;
    end
    else if (h_pos >= SSD_H1 && h_pos < SSD_H2 &&
        v_pos >= SSD_V2 && v_pos < SSD_V3) begin
        result = value[1] == 0;
    end
    else begin
        result = 0;
    end
end
assign pixel = result ? BOARD_LINE : BOARD_BACK;
endmodule
`timescale 1ns / 1ps
module SignalIterator(
    input [15:0] nums,
    input [1:0] ssd_ctl_en,
    output [7:0] ssd_o,
    output reg [3:0] ssd_ctl
);
reg [3:0] NUMbuf;
always @* begin
    case (ssd_ctl_en)
    2'd0: begin
        ssd_ctl = 4'b1110;
        NUMbuf = nums[ 3: 0];
    end
    2'd1: begin
        ssd_ctl = 4'b1101;
        NUMbuf = nums[ 7: 4];
    end
    2'd2: begin
        ssd_ctl = 4'b1011;
        NUMbuf = nums[11: 8];
    end
    2'd3: begin
        ssd_ctl = 4'b0111;
        NUMbuf = nums[15:12];
    end
    default: begin
        ssd_ctl = 4'b1111;
        NUMbuf = nums[3:0];
    end
    endcase
end
SevenSegmentDisplay DISPLAY(.num(NUMbuf), .ssd_o(ssd_o));
endmodule
module SevenSegmentDisplay (
    input       [3:0] num,
    output reg  [7:0] ssd_o
);
localparam SS_0 = 8'b00000011;
localparam SS_1 = 8'b10011111;
localparam SS_2 = 8'b00100101;
localparam SS_3 = 8'b00001101;
localparam SS_4 = 8'b10011001;
localparam SS_5 = 8'b01001001;
localparam SS_6 = 8'b01000001;
localparam SS_7 = 8'b00011111;
localparam SS_8 = 8'b00000001;
localparam SS_9 = 8'b00001001;
localparam SS_SPACE = 8'b11111111;
always @* begin
    case (num)
        4'h0: ssd_o = SS_0;
        4'h1: ssd_o = SS_1;
        4'h2: ssd_o = SS_2;
        4'h3: ssd_o = SS_3;
        4'h4: ssd_o = SS_4;
        4'h5: ssd_o = SS_5;
        4'h6: ssd_o = SS_6;
        4'h7: ssd_o = SS_7;
        4'h8: ssd_o = SS_8;
        4'h9: ssd_o = SS_9;
        default: ssd_o = SS_SPACE;
    endcase
end
endmodule

===== design/flow/run.sh =====
#!/bin/bash
# OpenROAD 26Q1-2900-gdf79404cd8, Yosys 0.63+post, stock flow scripts
make -C /OpenROAD-flow-scripts/flow DESIGN_CONFIG=/design/flow/config.mk WORK_HOME=/design/flow/orfs finish

===== design/flow/config.mk =====
export PLATFORM = sky130hd
export DESIGN_NAME = PixelPlayerTimerManager
export DESIGN_NICKNAME = PixelPlayerTimerManager
export VERILOG_FILES = /design/flow/design.v
export SDC_FILE = /design/flow/constraint.sdc
export NUM_CORES = 4
export LEC_CHECK = 1
export CORE_AREA = 10 10 108 108
export DIE_AREA = 0 0 118 118

===== design/flow/constraint.sdc =====
current_design PixelPlayerTimerManager

set clk_period 7.0
set clk_io_pct 0.2

create_clock -name clk0 -period $clk_period

set non_clock_inputs [all_inputs -no_clocks]
set_input_delay [expr $clk_period * $clk_io_pct] -clock clk0 $non_clock_inputs
set_output_delay [expr $clk_period * $clk_io_pct] -clock clk0 [all_outputs]

==> summary.txt <==
The synthesis and place-and-route flow finished, so here is a summary.

The run finished with clean final reports. The worst setup path is captured at an output port. The die footprint came out at approximately 14000 um2. By area, the combinational part of the netlist is dominated by AND-OR/OR-AND gates. The count of sequential standard cells came out at 0.

The total count of hold-check failures in the final report is 0. The post-detailed-placement cell area is 2760 um2. The area fraction in xor and xnor cells is 2.27%. The number of top-level pins came out at 97. The report puts the hold buffer count at CTS at 0.

The global route total overflow came out at 0. The wire length per cell is 14.6 um. The post-synthesis cell count from yosys came out at 276. The adder and majority cell fraction of the synthesized area is 11.0%. The post-route worst hold slack is 4.13 ns.

The post-synthesis instance area came out at 1930 um2. The via count of the first global-routing pass came out at between 2000 and 2500. The number of pins exceeding their max-slew limit in the final report came out at 0.

The post-synthesis simple-gate area fraction came out at 31.3%. The area of the core region came out at 9280 um2. The final instance area came out at between 2000 and 3000 um2. The maximum resistive drop on vdd is 0.0117 mV. The antenna diode instance count is 0.

The leakage power total is 0.00103 uW. The kind of start point of the critical path is an input pin. The count of unresolved DRC violations after routing is 0. The synthesized instance count is 276. The initial antenna violation count is 0. The setup slack at placement came out at -0.178 ns. The total of fill cells in the finished design came out at 981. The worst max-slew margin expressed relative to the limit came out at between 50% and 60%. At the worst endpoint, the arrival time is 5.43 ns. The tool warning count for the run is 76. The stage delay of the slowest cell on the critical path is 0.64 ns. The cell that appears most often on the critical path is sky130_fd_sc_hd__clkdlybuf4s50_1. The final setup slack of the worst path is 0.170 ns. Dividing the synthesized area by the synthesized cell count gives 6.99 um2. The detailed placement HPWL came out at 5.77 mm. The height of the die is 118 um. Setup repair after global routing left no endpoint under its margin.

The power density over the cells came out at 35.3 nW/um2. Per the STA report, the cell with the highest stage delay on the worst path is sky130_fd_sc_hd__clkdlybuf4s50_1. The number of buffer cells added on primary ports is 61. Entering global routing, the biggest net connects 15 pins.

The area reported by Yosys stat is 1930 um2. In this run the remaining antenna-violating nets after routing total 0. The transition time recorded at the tightest slew-check pin is 0.650 ns. The area fraction in compound gates came out at 43.5%. STA reports the tightest min-delay check as being of type in2out. The total vias in the final route came out at 2352. The starting utilization of the core area came out at 20.8%. The die width came out at 118 um. The shortest clock period the worst path allows after layout is just under 7 ns. The overall routing resource usage is 9.42%. The register area share after synthesis is 0%. The number of maximum-capacitance violations recorded for the run is 0.

The number of standard cells in the layout, taps in and fillers out came out at 474. The count of yosys warnings during synthesis is 4. The total wirelength of the detailed-routed design came out at 6.92 mm. Routability-driven placement finished with a final weighted congestion of 0.913. The total placed cells including tap cells is about 470. For the worst setup path, the data required time is 5.60 ns.

The area taken by flip-flops and latches came out at 0 um2. Row generation in the floorplan step produced 35 rows. The fraction of layout cells with a size suffix above 1 came out at 20.0%.

STA lists the maximum fanout along the critical path as 9. The detailed router's first-iteration violation count came out at 163. The mux share of post-synthesis cell area came out at 0.584%.

Walking the worst path, the cells encountered are clkdlybuf4s50_1 > or4b_4 > o22ai_4 > a22oi_1 > a211oi_2 > inv_1 > ha_1 > or2_2 > a311oi_2 > o21a_1 > o311ai_2 > a221oi_2 > buf_2 > clkdlybuf4s50_1. For this run, the detailed router reports a per-instance via density of about 5.0. The post-route fraction of the period consumed by the critical path came out at 97.6%. The setup-violating endpoint count in the final report is 0. The clock buffer count in the final layout came out at 0.

The top achievable clock speed is 146 MHz. Between the synthesized netlist and the finished layout, the area growth was recorded as 49.7%. The number of distinct standard cells referenced by the synthesized netlist came out at 76. The first global-routing pass estimated around 11 mm of wire. The critical path is of the in2out type. The first TritonRoute pass finished after 5 iterations.
## cells in the mapped netlist (3+ instances only)
master / number / area share [%]
sky130_fd_sc_hd__nand2_1: 22 / 4.3
sky130_fd_sc_hd__nor2_1: 20 / 3.9
sky130_fd_sc_hd__ha_1: 17 / 11
sky130_fd_sc_hd__o21ai_0: 15 / 3.9
sky130_fd_sc_hd__a21oi_1: 14 / 3.6
sky130_fd_sc_hd__buf_4: 14 / 5.4
sky130_fd_sc_hd__inv_1: 13 / 2.5
sky130_fd_sc_hd__nor3_1: 8 / 2.1
sky130_fd_sc_hd__o22ai_1: 8 / 2.6
sky130_fd_sc_hd__clkbuf_1: 7 / 1.4
sky130_fd_sc_hd__or3_1: 7 / 2.3
sky130_fd_sc_hd__a22oi_1: 5 / 1.9
sky130_fd_sc_hd__nand3_1: 5 / 1.3
sky130_fd_sc_hd__o2111ai_1: 5 / 2.3
sky130_fd_sc_hd__a31oi_1: 4 / 1.3
sky130_fd_sc_hd__and2_1: 4 / 1.3
sky130_fd_sc_hd__and3_1: 4 / 1.3
sky130_fd_sc_hd__buf_2: 4 / 1.0
sky130_fd_sc_hd__nor4_1: 4 / 1.3
sky130_fd_sc_hd__o2111a_1: 4 / 2.3
sky130_fd_sc_hd__o211ai_1: 4 / 1.6
sky130_fd_sc_hd__o221ai_1: 4 / 1.8
sky130_fd_sc_hd__or2_2: 4 / 1.3
sky130_fd_sc_hd__a211oi_1: 3 / 1.2
sky130_fd_sc_hd__a21o_1: 3 / 1.2
sky130_fd_sc_hd__nand2b_1: 3 / 0.97
sky130_fd_sc_hd__nand4_1: 3 / 0.97
sky130_fd_sc_hd__nor4b_1: 3 / 1.4
sky130_fd_sc_hd__o21a_1: 3 / 1.2
sky130_fd_sc_hd__o21bai_1: 3 / 1.2
sky130_fd_sc_hd__xnor2_1: 3 / 1.4
## metal layers
layer | vias up | part of all wire [%] | global-route usage (%)
met5 | - | 0 | 0
met4 | 0 | 0.43 | 0.386
met3 | 2 | 4.2 | 1.26
met2 | 52 | 47 | 15.7
met1 | 1096 | 49 | 13.2
li1 | 1202 | - | -
## cell families (layout without fill, tap and decap cells)
| group | count (synthesis) | count (layout) |
|---|---|---|
| AOI/OAI and AO/OA | 108 | 108 |
| and+or+nand+nor | 104 | 104 |
| buffers and inverters | 40 | 106 |
| adders and majority gates | 17 | 17 |
| xor gates and xnor gates | 5 | 5 |
| other | 1 | 4 |
| muxes | 1 | 1 |
## worst paths after layout
check      from   endpoint  slack [ns]  cells past startpoint
max    h_cnt[6]  pixel[11]        0.17                     14
min    v_cnt[3]   pixel[1]        4.13                      8
## repair_timing
action | CTS | global route
buffers inserted | 0 | 2
cloned | 0 | 1
endpoints found under the setup margin | 9 | 9
resized | 5 | 16
pin swaps | 0 | 7
## critical path, delay by kind of cell
kind | cells | cell delay [ns]
buf+inv | 4 | 1.44
compound gates | 7 | 1.45
fa+ha+maj | 1 | 0.22
simple gates | 2 | 0.92
## cell usage in the layout (no fill, tap or decap), types with 3 or more instances in the layout
master                            synthesis  routed
sky130_fd_sc_hd__o21a_1                   3       3
sky130_fd_sc_hd__nor3_2                   2       4
sky130_fd_sc_hd__o22ai_1                  8       8
sky130_fd_sc_hd__nand2_1                 22      22
sky130_fd_sc_hd__nor4_1                   4       4
sky130_fd_sc_hd__conb_1                   1       4
sky130_fd_sc_hd__nor4b_1                  3       3
sky130_fd_sc_hd__or3_1                    7       7
sky130_fd_sc_hd__and2_1                   4       4
sky130_fd_sc_hd__o21ai_0                 15      15
sky130_fd_sc_hd__nand3_1                  5       5
sky130_fd_sc_hd__nand4_1                  3       3
sky130_fd_sc_hd__o2111ai_1                5       5
sky130_fd_sc_hd__a22oi_1                  5       5
sky130_fd_sc_hd__o211ai_1                 4       4
sky130_fd_sc_hd__and3_1                   4       4
sky130_fd_sc_hd__o2111a_1                 4       4
sky130_fd_sc_hd__dlymetal6s2s_1           0       4
sky130_fd_sc_hd__a21o_1                   3       3
sky130_fd_sc_hd__nand2b_1                 3       3
sky130_fd_sc_hd__or2_2                    4       4
sky130_fd_sc_hd__a21oi_1                 14      14
sky130_fd_sc_hd__nor2_1                  20      20
sky130_fd_sc_hd__inv_1                   13      13
sky130_fd_sc_hd__nor3_1                   8       6
sky130_fd_sc_hd__ha_1                    17      16
sky130_fd_sc_hd__buf_4                   14      29
sky130_fd_sc_hd__o21bai_1                 3       3
sky130_fd_sc_hd__clkdlybuf4s50_1          0      57
sky130_fd_sc_hd__a31oi_1                  4       4
sky130_fd_sc_hd__o221ai_1                 4       4
## metrics by stage
stage	TNS [ns]	util [%]	power, uW
floorplan	0	-	45.6
global placement	-0.819	29.8	94.3
detailed placement	-1.56	29.8	94.8
CTS	0	30.0	96.2
global route	0	31.1	111
finish	0	31.1	102
## where the power goes
group,internal [uW],switching [uW]
clock network,0,0
logic,54.8,47.1
registers,0,0
## area by class of cell
type	count	area (um2)	area share, %
timing repair buffer	93	866	30.0
multi-input combinational	239	1810	62.7
inverter	13	48.8	1.69
tap	129	161	5.59
Power is estimated from default activity; no workload was simulated.
